**/design/flow/config.mk**
```make
export PLATFORM = sky130hd
export DESIGN_NAME = dsp48a1
export DESIGN_NICKNAME = dsp48a1
export VERILOG_FILES = /design/flow/design.v
export SDC_FILE = /design/flow/constraint.sdc
export NUM_CORES = 4
export LEC_CHECK = 1
export CORE_UTILIZATION = 30
export SYNTH_HDL_FRONTEND = slang
```
**/design/flow/design.v**
```verilog
module dsp48a1 #(
    parameter A0REG = 0, A1REG = 1, B0REG = 0, B1REG = 1, CREG = 1, DREG = 1,
    parameter MREG = 1, PREG = 1, CARRYINREG = 1, CARRYOUTREG = 1, OPMODEREG = 1,
    parameter CARRYINSEL = "OPMODE5", B_INPUT = "DIRECT", RSTTYPE = "SYNC"
) (
    input CLK, [7:0]OPMODE,
    input CEA, CEB, CEC, CECARRYIN, CED, CEM, CEOPMODE, CEP,
    input RSTA, RSTB, RSTC, RSTCARRYIN, RSTD, RSTM, RSTOPMODE, RSTP,
    input CARRYIN, [17:0]A, B, D, BCIN, [47:0]C,
    input [47:0]PCIN,
    output CARRYOUT, CARRYOUTF, [35:0]M, [47:0]P,
    output [17:0]BCOUT, [47:0]PCOUT
);
    wire [17:0]BIN;
    assign BIN = (B_INPUT=="DIRECT")? B:(B_INPUT=="CASCADE")? BCIN:0;
    wire [17:0]A0reg, B0reg, Dreg, A1reg, B1reg;
    wire [47:0]Creg;
    wire [7:0]OPMODEreg;
    register #(.FF(OPMODEREG),.N(8),.RSTTYPE(RSTTYPE))opmode_REGISTER(RSTOPMODE, CLK, CEOPMODE, OPMODE, OPMODEreg);
    register #(.FF(DREG),.N(18),.RSTTYPE(RSTTYPE))D_REGISTER(RSTD, CLK, CED, D, Dreg);
    register #(.FF(B0REG),.N(18),.RSTTYPE(RSTTYPE))B0_REGISTER(RSTB, CLK, CEB, BIN, B0reg);
    register #(.FF(A0REG),.N(18),.RSTTYPE(RSTTYPE))A0_REGISTER(RSTA, CLK, CEA, A, A0reg);
    register #(.FF(A1REG),.N(18),.RSTTYPE(RSTTYPE))A1_REGISTER(RSTA, CLK, CEA, A, A1reg);
    register #(.FF(CREG),.N(48),.RSTTYPE(RSTTYPE))C_REGISTER(RSTC, CLK, CEC, C, Creg);
    wire [17:0]preAddSub, B1Muxin;
    assign preAddSub = (OPMODEreg[6])? (Dreg-B0reg):(Dreg+B0reg);
    assign B1Muxin = (OPMODEreg[4])? preAddSub:B0reg;
    register #(.FF(B1REG),.N(18),.RSTTYPE(RSTTYPE))B1_REGISTER(RSTB, CLK, CEB, B1Muxin, B1reg);
    assign BCOUT = B1reg;
    wire [47:0]DABconcat;
    assign DABconcat = {Dreg[11:0], A1reg[17:0], B1reg[17:0]};
    wire [35:0]mult_result, Mreg;
    assign mult_result = A1reg * B1reg;
    register #(.FF(MREG),.N(36),.RSTTYPE(RSTTYPE))M_REGISTER(RSTM, CLK, CEM, mult_result, Mreg);
    genvar i;
    generate
        for ( i=0; i<36; i=i+1)
            buf(M[i], Mreg[i]);
    endgenerate
    wire [47:0]X_MUX, Z_MUX;
    assign X_MUX = (OPMODEreg[1:0]==0)? 0:(OPMODEreg[1:0]==1)? M:(OPMODEreg[1:0]==2)? P:DABconcat;
    assign Z_MUX = (OPMODEreg[3:2]==0)? 0:(OPMODEreg[3:2]==1)? PCIN:(OPMODEreg[3:2]==2)? P:Creg;
    assign PCOUT = P;
    wire [47:0] postAddSub;
    wire Carryout, CIN, CINreg;
    generate
        if (CARRYINSEL=="OPMODE5") begin
            assign CIN = OPMODEreg[5];
        end else if (CARRYINSEL=="CARRYIN") begin
            assign CIN = CARRYIN;
        end else begin
            assign CIN = 0;
        end
    endgenerate
    register #(.FF(CARRYINREG),.N(1),.RSTTYPE(RSTTYPE))CIN_REGISTER(RSTCARRYIN, CLK, CECARRYIN, CIN, CINreg);
    assign {Carryout, postAddSub} = (OPMODEreg[7])? Z_MUX-(X_MUX+CINreg):Z_MUX+(X_MUX+CINreg);
    register #(.FF(CARRYOUTREG),.N(1),.RSTTYPE(RSTTYPE))COUT_REGISTER(0, CLK, 1, Carryout, CARRYOUT);
    assign CARRYOUTF = CARRYOUT;
    register #(.FF(PREG),.N(48),.RSTTYPE(RSTTYPE))P_REGISTER(RSTP, CLK, CEP, postAddSub, P);
endmodule
module register #(
    parameter FF = 0, N = 18,
    parameter RSTTYPE = "SYNC"
) (
    input reset, CLK, enable, [N-1:0]d,
    output [N-1:0]out
);
    reg [N-1:0] q;
    assign out = (FF)? q:d;
    generate
        if (RSTTYPE == "SYNC") begin
            always @(posedge CLK) begin
                if (enable) begin
                    if (reset) q <= 0;
                    else q <= d;
                end
            end
        end
        else if (RSTTYPE == "ASYNC") begin
            always @(posedge CLK or posedge reset) begin
                if (reset) q <= 0;
                else if (enable) q <= d;
            end
        end 
    endgenerate
endmodule
```
**/design/flow/constraint.sdc**
```tcl
current_design dsp48a1

set clk_period 15.0
set clk_io_pct 0.2

create_clock -name clk0 -period $clk_period [get_ports {CLK}]

set non_clock_inputs [all_inputs -no_clocks]
set_input_delay [expr $clk_period * $clk_io_pct] -clock clk0 $non_clock_inputs
set_output_delay [expr $clk_period * $clk_io_pct] -clock clk0 [all_outputs]
```
**/design/flow/run.sh**
```bash
#!/bin/bash
# OpenROAD 26Q1-2900-gdf79404cd8, Yosys 0.63+post, stock flow scripts
make -C /OpenROAD-flow-scripts/flow DESIGN_CONFIG=/design/flow/config.mk WORK_HOME=/design/flow/orfs finish
```
==> results.ini <==
[status]
outcome=finished clean

[floorplan]
die_y_um=298
io_pins=346
core_area_mm2=0.0868
dieArea_mm2=0.0887
rows=108
floorplan.core_util_pct=30.3
die_w_um=298

[worst_hold_path]
worstHoldPathCells=1
worstHoldStart=opmode_REGISTER.out[5]$_SDFFCE_PP0P_
min_path_type=flop to flop
whs_endpoint=CIN_REGISTER.out$_SDFFCE_PP0P_

[worst_setup_path]
ff2ff_path_depth=28
path_common_cell=a21oi_1
r2r_end=P_REGISTER.out[47]$_SDFFCE_PP0P_
cp.required_ps=15260
cp-start-kind=flop
crit_path_end_kind=flop
r2r-start=opmode_REGISTER.out[0]$_SDFFCE_PP0P_
r2r_slack_ps=6840
slowest_stage=nor4_1
critPathArrivalTime_ps=8420
critical_path_buf_inv_count=2
cpPeakStageDelay_ps=720
critical_path.top_delay_family=AND-OR/OR-AND gates
path_max_fanout=50
path_class=flop to flop

[logic_synthesis]
edf_count=195
synth_seq_share_pct=22.4
yosysUniqueCellTypes=87
syn_inst=2837
synthTopCellsByCount=348 x inv_1, 309 x nand2_1, 258 x fa_1, 199 x nor2_1, 195 x edfxtp_1
top_cell_area_share_pct=22.3
ff_type=edfxtp_1
synth_top_cell_by_count=inv_1
synthTopCellsByArea=edfxtp_1 22%, fa_1 20%, ha_1 8.5%, inv_1 5.0%, nand2_1 4.4%
synth_area_leader_cell=edfxtp_1
yosysWarnings=0
ys_seq_elements=196
async_flop_share_pct=0
yosysChipArea_mm2=0.0263
yosysCellCount=2837
syn_area_per_cell_um2=9.25
synth_area_mm2=0.0263

[clock_network]
clk_pin_slew_worst_paths_ps=80
cts_tree=yes
max-clock-path-buffers=2
numCtsBuffers=17
cts-resized-gates=0
clk_latency_ps=510
post_cts_buffers=0
cts.htree.levels=4
root_buffer=clkbuf_16
numClockSinks=196
hold_buffers=0

[power_and_ir_drop]
p_per_area_mw_per_mm2=207
ir_drop_uv=314
leakagePower_nw=13.3

[drt]
drtIter0Drc=1060
wl_um=76600
ant_nets=0
dr.pass1.iters=7
vias=20400
avgViaCountPerCell=4.83
drc=0
wl_per_cell_um=18.1

[sta]
relSlewSlack_pct=42.5
setup_viol=0
fmax_ghz=0.123
finalCriticalPeriod_ps=8160
finalHoldViolCount=0
fin_crit_sh_pct=54.4
rsz0062_at_grt=no
setup_tns_ps=0
skew_ps=21.7
worst_pin_slew_ps=862
maxSlewViolCount=0

[placed_design]
placed_area_mm2=0.0304
place_hpwl_um=61400
portBuffers=326
routabilityCongestion=0.935

[final_layout]
nFillCells=8781
drive_gt1_share_pct=6.89
fin_area_mm2=0.0310
syn2layout_area_growth_pct=18.2

[job]
cap_violations=0
warning_count=44

[global_route]
grt_usage_pct=18.0
grt_pass1_vias=20200
antenna_found_initial=4
grt-ovfl-total=0
grt_pass1_wl_um=118000
grt_max_degree=52

## metrics by stage
step,instances,hold WS (ps),utilization [%],power [mW],worst slack (ps)
2_1_floorplan,2837,509,-,4.65,8290
3_3_place_gp,4186,522,35.0,5.98,6990
3_5_place_dp,4186,535,35.0,5.97,6980
4_1_cts,4218,553,35.7,6.52,6960
5_1_grt,4219,567,35.8,7.21,6270
6_report,4222,551,35.8,6.43,6840
## cell type report
type	count	area, um2	share of cell area, %
multi-input combinational	2109	18100	58.4
sequential	196	5880	18.9
timing repair buffer	378	3630	11.7
tap	1155	1450	4.66
inverter	348	1310	4.21
clock buffer	17	425	1.37
clock inverter	15	204	0.657
antenna	4	10.0	0.0323
## per-layer routing
layer / global-route usage [%] / share of wire [%] / vias up
met4: 3.09 / 2.3 / 0
met1: 24.9 / 43 / 9922
met2: 28.1 / 46 / 533
li1: - / - / 9890
met3: 6.58 / 8.6 / 57
met5: 0 / 0 / -
## flip-flops by register name (all words and copies together) (netlist names), 8 cells and up
| signal | cells |
|---|---|
| P_REGISTER.out | 48 |
| M_REGISTER.out | 36 |
| D_REGISTER.out | 18 |
| opmode_REGISTER.out | 8 |
| A1_REGISTER.out | 18 |
| B1_REGISTER.out | 18 |
| C_REGISTER.out | 48 |
## worst reg2reg max path: cells and delay by family, from the launching register on
| kind | cells | cell delay, ps |
|---|---|---|
| xor+xnor | 1 | 180 |
| compound gates | 14 | 3280 |
| simple gates | 7 | 2170 |
| fa+ha+maj | 3 | 870 |
| flops | 1 | 360 |
| mux | 1 | 370 |
| buf+inv | 2 | 690 |
## worst max-delay path by stage
stage | start | endpoint | slack [ps] | depth (start not counted)
4_1_cts | opmode_REGISTER.out[0]$_SDFFCE_PP0P_ | P_REGISTER.out[47]$_SDFFCE_PP0P_ | 6960 | 28
5_1_grt | opmode_REGISTER.out[1]$_SDFFCE_PP0P_ | P_REGISTER.out[47]$_SDFFCE_PP0P_ | 6270 | 28
6_report | opmode_REGISTER.out[0]$_SDFFCE_PP0P_ | P_REGISTER.out[47]$_SDFFCE_PP0P_ | 6840 | 28
## where the power goes
group          switching, mW  internal, mW
clock                  0.259         0.242
sequential             0.155         0.840
combinational           2.66          2.27
total                   3.08          3.35
## layout by cell type (no fill, tap or decap), types with 47 or more instances in the layout
cell               n
xor2_1            55
clkdlybuf4s50_1  322
nor3_1            47
xnor2_1          131
a22o_1            66
a21o_1            54
edfxtp_1         195
buf_4             52
fa_1             258
nand2_1          309
nor2_1           199
and2_1           111
nor2b_1          118
o21ai_0           50
mux2_2            84
a21oi_1           92
ha_1             179
inv_1            348
## kinds of logic (layout without fill, tap and decap cells)
| group | after synthesis | count (layout) | synth area share [%] |
|---|---|---|---|
| AOI/OAI and AO/OA | 428 | 428 | 11.5 |
| buffers and inverters | 532 | 758 | 8.62 |
| other | 0 | 4 | 0 |
| and+or+nand+nor | 940 | 940 | 18.1 |
| adders and majority gates | 437 | 437 | 28.2 |
| muxes | 118 | 118 | 4.96 |
| xor gates and xnor gates | 186 | 186 | 6.21 |
| DFF | 196 | 196 | 22.4 |
No activity file was given, so power comes from the tool's default toggle rates.
